`flow/run.sh`:
```
#!/bin/bash
# OpenROAD 26Q1-2900-gdf79404cd8, Yosys 0.63+post, stock flow scripts
make -C /OpenROAD-flow-scripts/flow DESIGN_CONFIG=/design/flow/config.mk WORK_HOME=/design/flow/orfs finish
```
`flow/config.mk`:
```
export PLATFORM = sky130hd
export DESIGN_NAME = testMixed
export DESIGN_NICKNAME = testMixed
export VERILOG_FILES = /design/flow/design.v
export SDC_FILE = /design/flow/constraint.sdc
export NUM_CORES = 4
export LEC_CHECK = 1
export CORE_AREA = 10 10 100 100
export DIE_AREA = 0 0 110 110
```
`flow/constraint.sdc`:
```
current_design testMixed

set clk_period 2.4
set clk_io_pct 0.2

create_clock -name clk0 -period $clk_period [get_ports {clk}]

set non_clock_inputs [all_inputs -no_clocks]
set_input_delay [expr $clk_period * $clk_io_pct] -clock clk0 $non_clock_inputs
set_output_delay [expr $clk_period * $clk_io_pct] -clock clk0 [all_outputs]
```
`flow/design.v`:
```
module testMixed (
  input      [3:0]    io_din,
  input      [2:0]    io_addw,
  input      [2:0]    io_addr,
  output     [3:0]    io_dout,
  input               clk,
  input               reset
);
  reg        [3:0]    _zz_1;
  wire                _zz_2;
  wire                _zz_3;
  reg [3:0] ram [0:7];
  assign _zz_2 = 1'b1;
  assign _zz_3 = 1'b1;
  always @ (posedge clk) begin
    if(_zz_2) begin
      ram[io_addw] <= io_din;
    end
  end
  always @ (posedge clk) begin
    if(_zz_3) begin
      _zz_1 <= ram[io_addr];
    end
  end
  assign io_dout = _zz_1;
endmodule
```
==> results.py <==
# Flow results
metrics = {
    "outcome": {
        "outcome": "complete, no violations",
    },
    "worst_setup_path": {
        "cpPeakStageDelay_ns": 0.57,
        "critical_path.endpoint": "_zz_1[1]",
        "r2r_start": "ram[1][1]",
        "cp_cell_sequence": "clkdlybuf4s50_1, buf_4, mux4_1, mux2_2",
        "r2r-end": "_zz_1[1]",
        "crit_required_ns": 2.57,
        "worst_path_max_delay_cell": "mux4_1",
        "crit_fanout": 8,
        "end_kind": "register",
        "path_class": "in2reg",
        "ff2ff_path_depth": 2,
        "cp-start-kind": "input pin",
        "ff2ff_setup_slack_ns": 1.12,
        "crit_start": "io_addr[0]",
        "arrival_ns": 1.99,
    },
    "cts": {
        "h-tree-depth": 2,
        "clockRootBuffer": "clkbuf_8",
        "clk_pin_slew_worst_paths_ns": 0.07,
        "cts_hold_buf": 0,
        "cts.repair.resized": 0,
        "cts_sinks": 36,
        "clk_latency_ns": 0.28,
        "clockBufferDepth": 2,
        "cts_tree": "done",
        "postCtsSetupRepairBufs": 0,
        "cts_buffers": 5,
    },
    "final_layout": {
        "mostFrequentLayoutCells": "edfxtp_1 (32), clkdlybuf4s50_1 (14), mux4_1 (8), clkbuf_8 (5)",
        "drive_gt1_share_pct": 19.3,
        "syn_to_final_growth_pct": 27.4,
        "utilization_pct": 22.4,
        "lay_top_count": "edfxtp_1",
    },
    "logic_synthesis": {
        "synth_flops": 36,
        "syn_area_per_cell_um2": 23.2,
        "synth.largest_area_cell": "edfxtp_1",
        "yosys_cells": 59,
        "ys_seq_share_pct": 76.0,
        "yosys_area_um2": 1370,
        "synth.distinct_cells": 12,
        "yosys.area.top_type_share_pct": 70.1,
        "synthCells": 59,
        "syn-cell-area_um2": 1370,
        "yosys-top-cells-area": "edfxtp_1 (70%), mux4_1 (15%), dfxtp_1 (5.8%)",
        "ys_warn_count": 1,
    },
    "detailed_routing": {
        "drt_first_iter_violations": 40,
        "ant_nets": 0,
        "wire_per_inst_um": 12.0,
        "drcViolationCount": 0,
        "routed_wl_mm": 2.22,
        "vias_per_cell": 3.36,
        "vias": 622,
        "first_pass_iters": 3,
        "num_antenna_cells": 0,
    },
    "pwr": {
        "power.leakage_uw": 0.000572,
        "powerDensity_nw_per_um2": 709,
        "peakVddDrop_uv": 184,
        "power_uw": 1240,
    },
    "floorplan": {
        "io_pins": 16,
        "die_w_um": 110,
        "num_rows": 32,
        "die_area_um2": 12100,
        "fp_util_pct": 17.5,
        "coreArea_um2": 7810,
        "fp.dieH_um": 110,
    },
    "final_timing": {
        "whs_ns": 0.679,
        "slew_headroom_pct": 58.8,
        "grt_setup_unrepaired": "false",
        "fmax_mhz": 548,
        "tns_ns": 0,
        "slew_violations": 0,
        "layout_min_cycle_time_ns": 1.82,
        "period_used_pct": 76.0,
        "fin_skew_ns": 0.00402,
        "worstMarginPinSlew_ns": 0.614,
        "report.final.setup_viol": 0,
        "hold_violations": 0,
    },
    "global_routing": {
        "first_global_vias": 719,
        "antenna_found_initial": 0,
        "grt_remaining_overflow": 0,
        "grt_max_degree": 14,
        "grt_usage_pct": 4.03,
        "grt_pass1_wl_mm": 3.63,
    },
    "worst_hold_path": {
        "holdCritPathClass": "reg2reg",
        "hp-start": "ram[5][2]",
    },
    "placement": {
        "port-buffer-count": 14,
        "gp_congestion": 0.710,
    },
    "flow_run": {
        "warnings": 26,
        "drv_cap": 0,
    },
}
==> routing by layer <==
layer / wire [um] / track usage, %
met5: 0 / 0
met4: 29 / 0.743
met3: 305 / 2.88
met2: 947 / 5.84
met1: 941 / 4.88
==> metrics by stage <==
stage | std cells | instance area (um^2) | worst slack [ns]
after floorplan | 59 | 1370 | 0.904
after global placement | 177 | 1650 | 0.283
after detailed placement | 177 | 1650 | 0.271
after CTS | 185 | 1750 | 0.570
after global routing | 185 | 1750 | 0.504
final | 185 | 1750 | 0.577
==> power breakdown <==
| part | internal, uW | total (uW) | switching [uW] |
|---|---|---|---|
| clock | 205 | 417 | 212 |
| sequential | 719 | 727 | 7.70 |
| combinational | 58.9 | 94.4 | 35.5 |
| total | 983 | 1240 | 255 |
==> logic make-up after synthesis <==
kind of cell / Yosys count / synth area share [%]
buf+inv: 2 / 1.10
mux: 12 / 18.6
flops: 36 / 76.0
simple gates: 9 / 4.29
==> state kept, by name, indices dropped and copies added, names as in the netlist <==
signal / cells
ram: 32
_zz_1: 4
==> worst min path at each step <==
stage,end,slack (ns),cells after the start
4_1_cts,_zz_1[2],0.69,2
5_1_grt,_zz_1[0],0.71,2
6_report,_zz_1[2],0.68,2
==> synthesized netlist by cell type <==
cell       n
and3_1     1
and3b_1    2
buf_6      1
clkbuf_1   1
dfxtp_1    4
edfxtp_1  32
mux2_2     4
mux4_1     8
nand2_1    1
nor2_1     1
nor3_1     1
nor3b_1    3
==> layout make-up <==
cell class                 instances  area (um^2)
clock buffer                       5         68.8
tap                              102          128
fill                             812         6060
sequential                        36         1040
timing repair buffer              18          170
clock inverter                     3         23.8
multi-input combinational         21          314
==> worst max-delay path: cells and delay by family <==
kind	cells	cell delay, ns
buffers and inverters	2	0.65
multiplexers	2	0.86
Power and IR drop assume default switching activity.
