==> flow/design.v <==
module TopLevel (
  input               io_start,
  input      [7:0]    io_input,
  output     [7:0]    io_output,
  input               clk,
  input               reset
);
  wire                _zz_1;
  wire                _zz_2;
  wire                _zz_3;
  reg        [7:0]    output_1;
  reg        [7:0]    m1_mat_0_0;
  reg        [7:0]    m1_mat_0_1;
  reg        [7:0]    m1_mat_0_2;
  reg        [7:0]    m1_mat_0_3;
  reg        [7:0]    m1_mat_1_0;
  reg        [7:0]    m1_mat_1_1;
  reg        [7:0]    m1_mat_1_2;
  reg        [7:0]    m1_mat_1_3;
  reg        [7:0]    m1_mat_2_0;
  reg        [7:0]    m1_mat_2_1;
  reg        [7:0]    m1_mat_2_2;
  reg        [7:0]    m1_mat_2_3;
  reg        [7:0]    m1_mat_3_0;
  reg        [7:0]    m1_mat_3_1;
  reg        [7:0]    m1_mat_3_2;
  reg        [7:0]    m1_mat_3_3;
  wire                fsm_wantExit;
  reg                 fsm_wantStart;
  reg        [7:0]    fsm_counter;
  reg        [2:0] fsm_stateReg;
  reg        [2:0] fsm_stateNext;
  assign _zz_1 = (fsm_counter == 8'h0f);
  assign _zz_2 = (fsm_counter == 8'h03);
  assign _zz_3 = (fsm_counter == 8'h0f);
  assign fsm_wantExit = 1'b0;
  always @ (*) begin
    fsm_wantStart = 1'b0;
    case(fsm_stateReg)
      3'b001 : begin
      end
      3'b010 : begin
      end
      3'b011 : begin
      end
      3'b100 : begin
      end
      default : begin
        fsm_wantStart = 1'b1;
      end
    endcase
  end
  assign io_output = output_1;
  always @ (*) begin
    fsm_stateNext = fsm_stateReg;
    case(fsm_stateReg)
      3'b001 : begin
        if(io_start)begin
          fsm_stateNext = 3'b010;
        end
      end
      3'b010 : begin
        if(_zz_1)begin
          fsm_stateNext = 3'b011;
        end
      end
      3'b011 : begin
        if(_zz_2)begin
          fsm_stateNext = 3'b100;
        end
      end
      3'b100 : begin
        if(_zz_3)begin
          fsm_stateNext = 3'b001;
        end
      end
      default : begin
      end
    endcase
    if(fsm_wantStart)begin
      fsm_stateNext = 3'b001;
    end
  end
  always @ (posedge clk or posedge reset) begin
    if (reset) begin
      fsm_counter <= 8'h0;
      fsm_stateReg <= 3'b000;
    end else begin
      fsm_stateReg <= fsm_stateNext;
      case(fsm_stateReg)
        3'b001 : begin
        end
        3'b010 : begin
          fsm_counter <= (fsm_counter + 8'h01);
          if(_zz_1)begin
            fsm_counter <= 8'h0;
          end
        end
        3'b011 : begin
          fsm_counter <= (fsm_counter + 8'h01);
          if(_zz_2)begin
            fsm_counter <= 8'h0;
          end
        end
        3'b100 : begin
          fsm_counter <= (fsm_counter + 8'h01);
          if(_zz_3)begin
            fsm_counter <= 8'h0;
          end
        end
        default : begin
        end
      endcase
    end
  end
  always @ (posedge clk) begin
    case(fsm_stateReg)
      3'b001 : begin
      end
      3'b010 : begin
        m1_mat_3_3 <= io_input;
        m1_mat_0_0 <= m1_mat_0_1;
        m1_mat_0_1 <= m1_mat_0_2;
        m1_mat_0_2 <= m1_mat_0_3;
        m1_mat_0_3 <= m1_mat_1_0;
        m1_mat_1_0 <= m1_mat_1_1;
        m1_mat_1_1 <= m1_mat_1_2;
        m1_mat_1_2 <= m1_mat_1_3;
        m1_mat_1_3 <= m1_mat_2_0;
        m1_mat_2_0 <= m1_mat_2_1;
        m1_mat_2_1 <= m1_mat_2_2;
        m1_mat_2_2 <= m1_mat_2_3;
        m1_mat_2_3 <= m1_mat_3_0;
        m1_mat_3_0 <= m1_mat_3_1;
        m1_mat_3_1 <= m1_mat_3_2;
        m1_mat_3_2 <= m1_mat_3_3;
      end
      3'b011 : begin
        m1_mat_1_0 <= m1_mat_0_0;
        m1_mat_1_1 <= m1_mat_0_1;
        m1_mat_1_2 <= m1_mat_0_2;
        m1_mat_1_3 <= m1_mat_0_3;
        m1_mat_2_0 <= m1_mat_1_0;
        m1_mat_2_1 <= m1_mat_1_1;
        m1_mat_2_2 <= m1_mat_1_2;
        m1_mat_2_3 <= m1_mat_1_3;
        m1_mat_3_0 <= m1_mat_2_0;
        m1_mat_3_1 <= m1_mat_2_1;
        m1_mat_3_2 <= m1_mat_2_2;
        m1_mat_3_3 <= m1_mat_2_3;
        m1_mat_0_0 <= m1_mat_3_0;
        m1_mat_0_1 <= m1_mat_3_1;
        m1_mat_0_2 <= m1_mat_3_2;
        m1_mat_0_3 <= m1_mat_3_3;
      end
      3'b100 : begin
        m1_mat_3_3 <= io_input;
        m1_mat_0_0 <= m1_mat_0_1;
        m1_mat_0_1 <= m1_mat_0_2;
        m1_mat_0_2 <= m1_mat_0_3;
        m1_mat_0_3 <= m1_mat_1_0;
        m1_mat_1_0 <= m1_mat_1_1;
        m1_mat_1_1 <= m1_mat_1_2;
        m1_mat_1_2 <= m1_mat_1_3;
        m1_mat_1_3 <= m1_mat_2_0;
        m1_mat_2_0 <= m1_mat_2_1;
        m1_mat_2_1 <= m1_mat_2_2;
        m1_mat_2_2 <= m1_mat_2_3;
        m1_mat_2_3 <= m1_mat_3_0;
        m1_mat_3_0 <= m1_mat_3_1;
        m1_mat_3_1 <= m1_mat_3_2;
        m1_mat_3_2 <= m1_mat_3_3;
        output_1 <= m1_mat_0_0;
      end
      default : begin
      end
    endcase
  end
endmodule
==> flow/run.sh <==
#!/bin/bash
# OpenROAD 26Q1-2900-gdf79404cd8, Yosys 0.63+post, stock flow scripts
make -C /OpenROAD-flow-scripts/flow DESIGN_CONFIG=/design/flow/config.mk WORK_HOME=/design/flow/orfs finish
==> flow/config.mk <==
export PLATFORM = sky130hd
export DESIGN_NAME = TopLevel
export DESIGN_NICKNAME = TopLevel
export VERILOG_FILES = /design/flow/design.v
export SDC_FILE = /design/flow/constraint.sdc
export NUM_CORES = 4
export LEC_CHECK = 1
export CORE_UTILIZATION = 40
==> flow/constraint.sdc <==
current_design TopLevel

set clk_period 7.2
set clk_io_pct 0.2

create_clock -name clk0 -period $clk_period [get_ports {clk}]

set non_clock_inputs [all_inputs -no_clocks]
set_input_delay [expr $clk_period * $clk_io_pct] -clock clk0 $non_clock_inputs
set_output_delay [expr $clk_period * $clk_io_pct] -clock clk0 [all_outputs]
==> impl_metrics.tcl <==
# implementation run metrics
set metrics [dict create \
    status "completed" \
    pin_count 19 \
    routed_via_density 4.90 \
    gp_congestion 0.789 \
    insertion_delay_ns 0.41 \
    die_w_um 128 \
    port_buffers 18 \
    routed_wirelength_um 9380 \
    comb_area_um2 1760 \
    drt-wirelength-per-cell_um 15.8 \
    seqPwrFrac_pct 50.5 \
    htreeDepth 4 \
    synthAoiAreaFrac_pct 2.30 \
    synth_warnings 1 \
    layout_min_cycle_time_ns 2.98 \
    drc 0 \
    hold_violations 0 \
    cp_data_required_time_ns 7.24 \
    diodes 0 \
    reg2regPathDepth 3 \
    criticalPathCategory "reg2reg" \
    total_power_mw 3.56 \
    ctsHoldBuffers 0 \
    syn_inst 347 \
    synthXorXnorAreaFrac_pct 0.555 \
    max_freq_ghz 0.335 \
    comb_power_share_pct 21.0 \
    simple_gate_share_pct 1.81 \
    tightest_slew_ns 0.877 \
    ys_types 35 \
    ant_nets 0 \
    netSwitchingPower_uw 877 \
    end_kind "flop" \
    syn_to_final_growth_pct 16.7 \
    finalCritPeriodShare_pct 41.5 \
    leakage_nw 2.56 \
    fillers 1290 \
    cts_root_buf "clkbuf_16" \
    r2r_slack_ns 4.22 \
    ys_seq_share_pct 69.9 \
    warning_count 25 \
    clock_sinks 149 \
    track_usage_pct 13.4 \
    r2r_start "fsm_stateReg[1]" \
    lay_top_count "edfxtp_1" \
    ys_area_um2 6310 \
    drive_above_1_share_pct 44.4 \
    maxCapViolCount 0 \
    holdPathStages 0 \
    cts_tree "done" \
    hold_path.class "reg2reg" \
    antenna_found_initial 0 \
    fp_util_pct 41.2 \
    async_flop_share_pct 8.72 \
    top_logic_kind "multiplexers" \
    timing.rr.end "m1_mat_1_0[3]" \
    grt_pass1_wl_um 15700 \
    max-vdd-ir-drop_mv 0.193 \
    ys.flop_type "edfxtp_1" \
    utilization_pct 48.1 \
    arrival_ns 3.02 \
    setup_viol 0 \
    path_clk_slew_ns 0.06 \
    fa_ha_area_share_pct 0.198 \
    critPathMaxFanout 67 \
    cts_setup_buffers 0 \
    grt_overflow 0 \
    grt_pass1_vias 3004 \
    p_clk_share_pct 28.5 \
    cts_made_buffers 17 \
    dieArea_um2 16300 \
    cts.path.max_buffers 2 \
    dp_hpwl_um 5550 \
    mux_share_pct 22.9 \
    fin_tns_setup_ns 0 \
    std_cell_rows 45 \
    grt_max_degree 68 \
    finalMaxSlewViolations 0 \
    max_slew_margin_pct 40.8 \
    synth_flops 149 \
    dr.first_iter.drc_count 320 \
    swShare_pct 24.6 \
    syn-cell-area_um2 6310 \
    coreArea_um2 15300 \
    power.internal_mw 2.69 \
    edf_count 136 \
    hold_end "output_1[7]" \
    p_per_area_nw_per_um2 484 \
    syn_avg_cell_area_um2 18.2 \
    worst_clock_skew_ns 0.00507 \
    ys_cells 347 \
    rsz0062_at_grt "false" \
    mostFrequentLayoutCells "edfxtp_1, mux2_2, clkdlybuf4s50_1, clkbuf_16, dfrtp_1" \
    die.size.y_um 128 \
    cts_resized 0 \
    via_count 2908 \
    final-seq-area_um2 4410 \
    min-delay-start "m1_mat_0_0[7]" \
    first_pass_iters 5 \
    startpoint_type "flop" \
]
## power by group through the flow
stage / Combinational [mW] / Sequential (mW) / Clock [mW]
4_1_cts: 0.759 / 1.81 / 1.03
5_1_grt: 0.829 / 1.87 / 1.07
6_report: 0.748 / 1.80 / 1.01
## routing by layer
metal	share of wire [%]	wire length, um	GRT usage [%]
met1	49	4560	23.9
met2	44	4140	18.0
met3	6.1	571	4.48
met4	1.2	108	1.87
met5	0	0	0
## critical path, cell delays in order (launching register included)
cell	delay, ns
dfrtp_1	0.83
nor3_1	0.28
inv_4	0.64
buf_4	0.77
## metrics by stage
| step | setup WS, ns | hold WS, ns | instance area, um^2 | std cells |
|---|---|---|---|---|
| 2_1_floorplan | 3.42 | 0.420 | 6310 | 347 |
| 3_3_place_gp | 4.32 | 0.431 | 6680 | 562 |
| 3_5_place_dp | 4.24 | 0.434 | 6680 | 562 |
| 4_1_cts | 4.24 | 0.446 | 7360 | 594 |
| 5_1_grt | 4.02 | 0.459 | 7360 | 594 |
| 6_report | 4.22 | 0.445 | 7360 | 594 |
## cells in the mapped netlist, types with 2 or more instances
cell	n	area [um^2]
xor2_1	2	17.5
nand3_1	2	10.0
edfxtp_1	136	4080
buf_2	8	40.0
inv_1	8	30.0
nand2_1	2	7.51
o31ai_1	2	15.0
o211ai_1	4	30.0
buf_4	10	75.1
nor2_1	4	15.0
mux2_2	128	1440
or2_1	2	12.5
nor3_1	2	10.0
dfrtp_1	12	300
xnor2_1	2	17.5
nand2b_1	2	12.5
a22o_1	2	17.5
o221ai_1	2	17.5
## final cells by class
type | count | area share (%)
sequential | 149 | 59.9
multi-input combinational | 172 | 23.9
clock buffer | 17 | 5.78
tap | 211 | 3.59
clock inverter | 15 | 3.50
timing repair buffer | 22 | 2.86
inverter | 8 | 0.442
## cells by family after synthesis
group / count (synthesis)
other: 1
DFF: 149
adders and majority gates: 1
and+or+nand+nor: 20
muxes: 128
xor gates and xnor gates: 4
buffers and inverters: 26
AOI/OAI and AO/OA: 18
## worst max-delay path by stage
stage                   start            end  cells after the start
CTS           fsm_stateReg[1]  m1_mat_0_2[0]                      3
global route  fsm_stateReg[1]  m1_mat_2_2[2]                      3
finish        fsm_stateReg[1]  m1_mat_1_0[3]                      3
No activity file was given, so power comes from the tool's default toggle rates.
